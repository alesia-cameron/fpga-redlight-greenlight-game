==> /design/flow/design.v <==
module car_manager (
    input logic clk,                   
    input logic reset,                 
    input logic game_active,  
    input logic [15:0] rand_val,  
    input logic move_up,     
    input logic move_down,   
    input logic move_forward,   
    output logic [9:0] player_x,   
    output logic [8:0] player_y,  
    output logic [9:0] ai1_x,  
    output logic [8:0] ai1_y,  
    output logic [9:0] ai2_x,  
    output logic [8:0] ai2_y,  
    output logic [9:0] ai3_x,  
    output logic [8:0] ai3_y   
);
    parameter player_start_x = 10'd50;
    parameter player_start_y = 9'd120;
    parameter ai1_start_y = 9'd220;
    parameter ai2_start_y = 9'd320;
    parameter ai3_start_y = 9'd420;
    logic [22:0] ai_update_counter;
    parameter ai_update = 23'd5_000_000;
    logic [21:0] player_update_counter;
    parameter player_update = 22'd2_500_000;
    logic move_forward_prev, move_up_prev, move_down_prev;
    logic move_forward_edge, move_up_edge, move_down_edge;
    logic game_active_prev;
    always_ff @(posedge clk) begin
        if (reset) 
		  begin          
            player_x <= player_start_x;
            player_y <= player_start_y;
            ai1_x <= player_start_x;
            ai1_y <= ai1_start_y;
            ai2_x <= player_start_x;
            ai2_y <= ai2_start_y;
            ai3_x <= player_start_x;
            ai3_y <= ai3_start_y;
            ai_update_counter <= 23'd0;
            player_update_counter <= 22'd0;
            move_forward_prev <= 1'b0;
            move_up_prev <= 1'b0;
            move_down_prev <= 1'b0;
            game_active_prev <= 1'b0;
        end 
        else 
		  begin
            game_active_prev <= game_active;
            if (game_active && !game_active_prev) 
				begin
                player_x <= player_start_x;
                player_y <= player_start_y;
                ai1_x <= player_start_x;
                ai1_y <= ai1_start_y;
                ai2_x <= player_start_x;
                ai2_y <= ai2_start_y;
                ai3_x <= player_start_x;
                ai3_y <= ai3_start_y;
                player_update_counter <= 22'd0;
                ai_update_counter <= 23'd0;
            end
            else if (game_active) 
				begin
                move_forward_prev <= move_forward;
                move_up_prev <= move_up;
                move_down_prev <= move_down;
                move_forward_edge <= move_forward && !move_forward_prev;
                move_up_edge <= move_up && !move_up_prev;
                move_down_edge <= move_down && !move_down_prev;
                if (player_update_counter >= player_update - 1) begin
                    player_update_counter <= 22'd0;
                    if (move_forward && player_x < 10'd600)
                        player_x <= player_x + 10'd5;   
                    if (move_up && player_y > 9'd50)
                        player_y <= player_y - 9'd5;    
                    if (move_down && player_y < 9'd430)
                        player_y <= player_y + 9'd5;    
                end else begin
                    player_update_counter <= player_update_counter + 1;
                end
                if (ai_update_counter >= ai_update - 1) begin
                    ai_update_counter <= 23'd0;
                    if (rand_val[1:0] == 2'b11 && ai1_x < 10'd600)
                        ai1_x <= ai1_x + 10'd10;   
                    if (rand_val[3:2] == 2'b01 && ai1_y > 9'd50)
                        ai1_y <= ai1_y - 9'd5;
                    else if (rand_val[3:2] == 2'b10 && ai1_y < 9'd430)
                        ai1_y <= ai1_y + 9'd5;
                    if (rand_val[5:4] == 2'b11 && ai2_x < 10'd600)
                        ai2_x <= ai2_x + 10'd10;
                    if (rand_val[7:6] == 2'b01 && ai2_y > 9'd50)
                        ai2_y <= ai2_y - 9'd5;
                    else if (rand_val[7:6] == 2'b10 && ai2_y < 9'd430)
                        ai2_y <= ai2_y + 9'd5;
                    if (rand_val[9:8] == 2'b11 && ai3_x < 10'd600)
                        ai3_x <= ai3_x + 10'd10;
                    if (rand_val[11:10] == 2'b01 && ai3_y > 9'd50)
                        ai3_y <= ai3_y - 9'd5;
                    else if (rand_val[11:10] == 2'b10 && ai3_y < 9'd430)
                        ai3_y <= ai3_y + 9'd5;
                end else begin
                    ai_update_counter <= ai_update_counter + 1;
                end
            end
        end
    end
endmodule 
==> /design/flow/run.sh <==
#!/bin/bash
# OpenROAD 26Q1-2900-gdf79404cd8, Yosys 0.63+post, stock flow scripts
make -C /OpenROAD-flow-scripts/flow DESIGN_CONFIG=/design/flow/config.mk WORK_HOME=/design/flow/orfs finish
==> /design/flow/config.mk <==
export PLATFORM = sky130hd
export DESIGN_NAME = car_manager
export DESIGN_NICKNAME = car_manager
export VERILOG_FILES = /design/flow/design.v
export SDC_FILE = /design/flow/constraint.sdc
export NUM_CORES = 4
export LEC_CHECK = 1
export CORE_UTILIZATION = 40
==> /design/flow/constraint.sdc <==
current_design car_manager

set clk_period 6.0
set clk_io_pct 0.2

create_clock -name clk0 -period $clk_period [get_ports {clk}]

set non_clock_inputs [all_inputs -no_clocks]
set_input_delay [expr $clk_period * $clk_io_pct] -clock clk0 $non_clock_inputs
set_output_delay [expr $clk_period * $clk_io_pct] -clock clk0 [all_outputs]
==> impl_metrics.py <==
# Physical implementation metrics
metrics = {
    "detailed_routing": {
        "initialDrtViolationCount": 267,
        "top_layer": "met4",
        "wl_met1_mm": 7.69,
        "first_pass_iters": 5,
        "wl_mm": 15.2,
        "n_antenna_cell": 0,
        "dr_wl_met3_um": 666,
        "wl_met2_mm": 6.73,
        "num_vias": 5837,
        "via_per_inst": 5.36,
        "routedWlPerCell_um": 14.0,
        "post-route-drc-count": 0,
        "antenna_left": 0,
    },
    "flow_run": {
        "warning_count": 29,
        "cap_violations": 0,
    },
    "synth": {
        "ys_types": 62,
        "avgSynthCellArea_sq_um": 8.59,
        "yosysWarnings": 1,
        "synth_seq_share_pct": 35.7,
        "ys_async_sr_fraction_pct": 0,
        "ff_type": "dfxtp_1",
        "postSynthCellCount": 777,
        "yosys_area_sq_mm": 0.00668,
        "mappedNetlistArea_sq_mm": 0.00668,
        "ys.flops": 119,
        "edf_count": 0,
        "yosys_cells": 777,
    },
    "critical_path": {
        "critical_path_class": "in -> reg",
        "reg2reg_slack_ns": 2.78,
        "timing.rr.end": "player_y[6]",
        "crit_slowest_cell": "ha_1",
        "critical_path.top_delay_family": "AND-OR/OR-AND gates",
        "startpoint_type": "input port",
        "crit_start": "move_down",
        "crit_arrival_ns": 3.81,
        "regToRegStartpoint": "player_y[8]",
        "crit_end": "player_y[6]",
        "reg2reg_depth": 10,
        "cp_common_cell": "nor2b_1",
        "crit_path_cell_trace": "clkdlybuf4s50_1, o211ai_1, inv_1, ha_1, nor2b_1, o21ai_0, a21o_1, nor2b_1, xnor2_1, a211o_1",
        "crit_path_end_kind": "flip-flop",
        "critPathBufInv": 2,
        "max_stage_delay_ns": 0.42,
        "cp_num_cells": 10,
        "required_ns": 6.29,
        "crit_fanout": 9,
    },
    "global_route": {
        "grt_max_degree": 47,
        "track_usage_pct": 18.5,
        "grt_pass1_wl_mm": 26.1,
        "antenna_found_initial": 0,
        "grt_overflow": 0,
        "grt_pass1_vias": 5404,
    },
    "cts": {
        "clock_sinks": 119,
        "cts-resized-gates": 0,
        "clock_path_buffers": 2,
        "clk_pin_slew_ns": 0.05,
        "h-tree-depth": 4,
        "cts_buffers": 17,
        "insertion_delay_ns": 0.41,
        "cts_setup_buffers": 0,
        "cts_tree": "built",
        "cts-root-buf": "clkbuf_16",
        "hold_buffers": 0,
    },
    "sta": {
        "clock-skew-final_ns": 0.00565,
        "max_slew.worst_pin.slew_ns": 0.844,
        "timing.final.crit_share_pct": 58.7,
        "fmax_mhz": 284,
        "fin_setup_tns_ns": 0,
        "hold_ws_ns": 0.495,
        "final_max_slew_viol_count": 0,
        "rsz0062_at_grt": "false",
        "setup_violations": 0,
        "min_period_ns": 3.52,
        "slew_headroom_pct": 43.5,
        "finalWorstSetupSlack_ns": 2.48,
        "hold_violations": 0,
    },
    "floorplanning": {
        "core_area_sq_mm": 0.0161,
        "fp_util_pct": 41.4,
        "dieHeight_um": 131,
        "io_pins": 98,
        "die_area_sq_mm": 0.0172,
        "die_w_um": 131,
        "rows": 46,
    },
    "cells_and_area": {
        "lay_top_count": "dfxtp_1",
        "layout_top_cells": "dfxtp_1 (119), nor2_1 (105), clkdlybuf4s50_1 (90), nand2_1 (65), xnor2_1 (44)",
        "drive_above_1_share_pct": 5.03,
        "n_fill_cell": 1395,
        "area_growth_pct": 24.3,
        "final_area_sq_mm": 0.00830,
    },
    "placed_design": {
        "dp_slack_ns": 2.12,
        "port_buffers": 90,
        "place_area_sq_mm": 0.00775,
        "dp_hpwl_mm": 10.3,
        "place.gp.congestion": 0.882,
    },
    "pwr": {
        "p_per_area_mw_per_mm2": 223,
        "power_uw": 1850,
        "ir_worst_vdd_uv": 204,
        "p_leak_uw": 0.00315,
    },
    "min_path": {
        "min_path_cells": 2,
        "worstHoldPathType": "reg -> reg",
    },
    "status": {
        "status": "completed",
    },
}
-- flip-flops by register name, indices dropped and copies added, names as in the netlist --
register and count:
ai_update_counter 23, player_update_counter 22, player_x 10, ai1_x 9, ai1_y 9, ai2_x 9, ai2_y 9, ai3_x 9
ai3_y 9, player_y 9, game_active_prev 1
-- layer usage --
| metal | vias to the layer above | global-route usage [%] |
|---|---|---|
| met5 | - | 0 |
| li1 | 2963 | - |
| met2 | 117 | 28.2 |
| met3 | 7 | 3.54 |
| met4 | 0 | 2.16 |
| met1 | 2750 | 28.3 |
-- area by class of cell --
type	instances	area [sq um]	area share, %
flip-flops and latches	119	2380	28.7
multi-input cells	611	4080	49.2
repair buffers	95	938	11.3
well taps	216	270	3.26
inverters	21	78.8	0.950
clock buffers	24	502	6.05
clock inverters	4	45.0	0.543
-- stage by stage --
step | util (%) | std cells
global route | 51.5 | 1090
finish | 51.5 | 1090
floorplan | - | 779
global placement | 48.1 | 1062
CTS | 51.5 | 1090
detailed placement | 48.1 | 1062
-- cell usage after synthesis (3+ instances only) --
cell type	instances	share of area, %
or4_1	6	0.67
o41ai_1	5	0.66
a211oi_1	6	0.67
o21a_1	6	0.67
and2_1	4	0.37
nand3b_1	5	0.56
and3_1	12	1.1
nor4_1	3	0.28
buf_2	8	0.60
o211ai_1	10	1.1
o21ai_0	18	1.3
nand4_1	18	1.7
xor2_1	39	5.1
o21bai_1	3	0.34
a21oi_1	43	3.2
a31oi_1	3	0.28
xnor2_1	44	5.8
nor3_1	18	1.3
nand2_1	65	3.7
a211o_1	8	1.0
ha_1	34	6.4
o311ai_1	3	0.39
and4_1	9	1.2
nor2b_1	7	0.66
or3_1	15	1.4
mux2i_1	22	3.3
inv_1	21	1.2
a21o_1	9	1.0
dfxtp_1	119	36
fa_1	4	1.2
buf_4	5	0.56
clkbuf_1	14	0.79
nor3b_1	4	0.45
o2111ai_1	6	0.79
nor2_1	105	5.9
o31ai_1	6	0.67
nand3_1	39	2.9
-- how the worst min path moves through the flow --
stage / startpoint / to / slack, ns
4_1_cts: ai1_x[9] / ai1_x[9] / 0.49
5_1_grt: ai_update_counter[1] / ai_update_counter[1] / 0.53
6_report: ai1_x[9] / ai1_x[9] / 0.49
-- worst reg2reg max path: cells and delay by family (launching register included) --
family | cells | cell delay (ns)
flops | 1 | 0.47
buf+inv | 1 | 0.28
fa+ha+maj | 1 | 0.42
simple gates | 3 | 0.45
compound gates | 4 | 1.42
xor+xnor | 1 | 0.08
-- logic make-up after synthesis --
family / count (synthesis) / share of synthesized area [%]
xor gates and xnor gates: 83 / 10.9
DFF: 119 / 35.7
muxes: 22 / 3.30
and+or+nand+nor: 318 / 23.1
adders and majority gates: 38 / 7.57
AOI/OAI and AO/OA: 147 / 15.9
buffers and inverters: 49 / 3.43
other: 1 / 0.0562
-- report_power, final --
| group | internal (uW) | switching, uW |
|---|---|---|
| Clock | 613 | 334 |
| Sequential | 793 | 1.51 |
| Combinational | 44.9 | 63.8 |
Power and IR drop assume default switching activity.
