## /design/flow/config.mk

```make
export PLATFORM = sky130hd
export DESIGN_NAME = traffic_light
export DESIGN_NICKNAME = traffic_light
export VERILOG_FILES = /design/flow/design.v
export SDC_FILE = /design/flow/constraint.sdc
export NUM_CORES = 4
export LEC_CHECK = 1
export CORE_UTILIZATION = 40
```

## /design/flow/constraint.sdc

```tcl
current_design traffic_light

set clk_period 10.0
set clk_io_pct 0.2

create_clock -name clk0 -period $clk_period [get_ports {clk}]

set non_clock_inputs [all_inputs -no_clocks]
set_input_delay [expr $clk_period * $clk_io_pct] -clock clk0 $non_clock_inputs
set_output_delay [expr $clk_period * $clk_io_pct] -clock clk0 [all_outputs]
```

## /design/flow/design.v

```verilog
module traffic_light (
    input logic clk,
    input logic reset,
    input logic game_active,
    input logic [15:0] LFSR_in,
    output logic red,
    output logic green
);
    typedef enum logic {red_light, green_light} state;
    state ps, ns;
    logic [25:0] second_counter; 
    logic [3:0] duration_timer;  
    logic [3:0] duration;  
    parameter SECOND = 26'd50_000_000;
    always_ff @(posedge clk) begin
        if(reset) begin
            ps <= red_light;
            duration <= 4'd3;
            duration_timer <= 4'd3;
            second_counter <= 26'd0;
        end 
        else if (game_active) begin
            ps <= ns;
            if (second_counter >= SECOND - 1) begin
                second_counter <= 26'd0;
                if (duration_timer > 0)
                    duration_timer <= duration_timer - 1;
            end else begin
                second_counter <= second_counter + 1;
            end
            if (duration_timer == 0) begin
                duration <= (LFSR_in % 10) + 1;
                duration_timer <= (LFSR_in % 10) + 1;
            end
        end
    end
    always_comb begin
        ns = ps;
        if(duration_timer == 0) 
		  begin
            case(ps)
                red_light: ns = green_light;
                green_light: ns = red_light;
            endcase
        end
    end
    assign red = (ps == red_light);
    assign green = (ps == green_light);
endmodule  
```

## /design/flow/run.sh

```bash
#!/bin/bash
# OpenROAD 26Q1-2900-gdf79404cd8, Yosys 0.63+post, stock flow scripts
make -C /OpenROAD-flow-scripts/flow DESIGN_CONFIG=/design/flow/config.mk WORK_HOME=/design/flow/orfs finish
```

==> flow_metrics.tcl <==
# place-and-route summary
set metrics [dict create \
    setup_violations 1 \
    drt_iter0_drc 423 \
    grt_overflow 0 \
    ant_nets 0 \
    grt_usage_pct 25.49 \
    arrival_ps 10540 \
    chipArea_mm2 0.01419 \
    power.switching_mw 0.8806 \
    p_int_mw 1.090 \
    cts_tree "yes" \
    vdd_drop_max_v 0.0001411 \
    swShare_pct 44.68 \
    hp-class "reg -> reg" \
    gp_congestion 0.9787 \
    core_mm2 0.01330 \
    route.detailed.drc 0 \
    numPortBuffers 20 \
    ys_warn_count 1 \
    post-route-min-period_ps 10380 \
    cts_htree_levels 2 \
    initial_core_util_pct 41.26 \
    warnings 28 \
    crit_fanout 7 \
    p_leak_nw 3.506 \
    worst_slack_ps -377.1 \
    ys_sh_simple_pct 33.76 \
    via_count 7135 \
    critPathMostFrequentCell "buf_6" \
    worst_slew_pin_slew_ps 722.8 \
    compound_area_share_pct 35.97 \
    fin_skew_ps 6.698 \
    p_seq_share_pct 6.4 \
    synth.distinct_cells 106 \
    clkPwrFrac_pct 7.8 \
    cp.required_ps 10170 \
    ys_seq_share_pct 11.31 \
    placement_rows 42 \
    critical_path_class "in -> reg" \
    finalCoreUtilization_pct 65.92 \
    clock_latency_ps 270 \
    antenna_cells 0 \
    powerDensity_mw_per_mm2 224.9 \
    crit_path_top_delay_cell "or4_4" \
    start_kind "input port" \
    wl_per_cell_um 14.97 \
    topCellsByArea "dfxtp_1, nor2_1, xnor2_1" \
    cts_buffers 5 \
    netlist.area_leader.share_pct 11.31 \
    worstSetupEndpointType "flip-flop" \
    clockRootBuffer "clkbuf_16" \
    ys.flops 31 \
    place_hpwl_mm 13.85 \
    rsz0062_at_grt "true" \
    avgSynthCellArea_um2 7.096 \
    drt_pass1_iterations 7 \
    hold_buffers 0 \
    synth-xor-area-share_pct 9.535 \
    synth.logic.top_family "AND-OR/OR-AND gates" \
    status "finished with violations" \
    syn-cell-area_mm2 0.005485 \
    avgViaCountPerCell 5.796 \
    synth-adder-area-share_pct 1.460 \
    finalWirelength_mm 18.43 \
    die_h_um 119.1 \
    muxShareOfSynthArea_pct 2.965 \
    final_layout_size_suffix_gt1_share_pct 42.18 \
    max_slew_margin_pct 51.38 \
    ff_type "dfxtp_1" \
    combPwrFrac_pct 85.8 \
    period_used_pct 103.8 \
    synthArstFlopShare_pct 0 \
    num-fill-cells 1033 \
    area_growth_pct 59.79 \
    violations "setup timing" \
    whs_ps 494.8 \
    slew_violations 0 \
    io-pin-count 21 \
    antenna_found_initial 0 \
    dp_slack_ps -887.4 \
    syn_inst 773 \
    cts_buffer_depth 2 \
    die_width_um 119.1 \
    ys_area_mm2 0.005485 \
    max_cap_viol_count 0 \
    max_freq_ghz 0.09637 \
    grt_pass1_vias 6505 \
    cts_sinks 31 \
    clk_pin_slew_ps 50 \
    synth_stat.cells 773 \
    edf_count 0 \
    slowest_delay_ps 530 \
    yosysTopAreaCell "dfxtp_1" \
    hold_viol 0 \
    grt_max_degree 21 \
    grt_first_pass_wirelength_mm 30.24 \
]
area by class of cell:
| cell class | instances | area (um2) | share of cell area (%) |
|---|---|---|---|
| tap | 176 | 220.2 | 2.512 |
| clock buffer | 8 | 156.4 | 1.784 |
| inverter | 18 | 67.56 | 0.7709 |
| timing repair buffer | 314 | 2466 | 28.14 |
| multi-input combinational | 684 | 5234 | 59.71 |
| sequential | 31 | 620.6 | 7.081 |
metal layers:
metal | global-route usage (%) | vias to the layer above | share of wire, %
li1 | - | 3550 | -
met1 | 38.42 | 3400 | 50
met2 | 41.10 | 166 | 46
met3 | 1.566 | 19 | 3.3
met4 | 3.402 | 0 | 0.93
met5 | 0 | - | 0
stage by stage:
step / total power, mW / instances / area, um2 / TNS (ps)
after CTS: 1.829 / 1200 / 8247 / -217.7
after detailed placement: 1.618 / 1178 / 7859 / -1575
after global routing: 2.113 / 1231 / 8765 / -997.8
after floorplan: 0.9613 / 773 / 5783 / -150.5
final: 1.971 / 1231 / 8765 / -377.1
after global placement: 1.614 / 1178 / 7859 / -1237
worst max-delay path, delay by kind of cell:
kind                     cells  cell delay, ps
multiplexers                 2             530
buffers and inverters        6             720
XOR/XNOR                     2             380
adder cells (fa/ha/maj)      2             440
AND/OR/NAND/NOR             12            2840
AND-OR/OR-AND               15            3640
power by group through the flow:
| stage | combinational, mW | clock [mW] | sequential [mW] |
|---|---|---|---|
| 6_report | 1.69 | 0.154 | 0.125 |
| 5_1_grt | 1.83 | 0.163 | 0.125 |
| 4_1_cts | 1.55 | 0.157 | 0.125 |
registers in the layout, indices dropped and copies added (netlist names):
signal and flops:
second_counter 26, duration_timer 4, ps 1
Yosys cell counts (all sizes together), types with 4 or more instances:
| master | number |
|---|---|
| a2111oi | 5 |
| a211o | 4 |
| a211oi | 19 |
| a21boi | 4 |
| a21o | 10 |
| a21oi | 51 |
| a221oi | 6 |
| a22o | 6 |
| a22oi | 4 |
| a31oi | 9 |
| and2 | 8 |
| and3 | 10 |
| and4 | 6 |
| buf | 19 |
| clkbuf | 21 |
| dfxtp | 31 |
| ha | 4 |
| inv | 15 |
| mux2 | 7 |
| mux2i | 8 |
| nand2 | 64 |
| nand2b | 14 |
| nand3 | 38 |
| nand3b | 6 |
| nand4 | 22 |
| nor2 | 93 |
| nor2b | 4 |
| nor3 | 29 |
| nor3b | 5 |
| nor4 | 15 |
| o2111ai | 9 |
| o211ai | 18 |
| o21a | 6 |
| o21ai | 40 |
| o311a | 5 |
| o31ai | 12 |
| or2 | 10 |
| or3 | 9 |
| or4 | 7 |
| xnor2 | 32 |
| xor2 | 26 |
final timing paths:
check,startpoint,endpoint,slack [ps],cells after the start
min,second_counter[1]$_SDFFE_PP0P_,second_counter[1]$_SDFFE_PP0P_,490,2
min reg2reg,second_counter[1]$_SDFFE_PP0P_,second_counter[1]$_SDFFE_PP0P_,490,2
max,LFSR_in[14],duration_timer[2]$_SDFFE_PP0P_,-380,39
max reg2reg,second_counter[0]$_SDFFE_PP0P_,duration_timer[2]$_SDFFE_PP0P_,7070,12
placed cells by master (no fill, tap or decap), types with 16 or more instances in the layout:
| master | instances |
|---|---|
| a21oi_1 | 41 |
| buf_4 | 279 |
| clkdlybuf4s50_1 | 16 |
| dfxtp_1 | 31 |
| nand2_1 | 59 |
| nand3_1 | 38 |
| nand4_1 | 22 |
| nor2_1 | 85 |
| nor3_1 | 17 |
| o211ai_1 | 17 |
| o21ai_0 | 28 |
| xnor2_1 | 29 |
| xor2_1 | 25 |
kinds of logic after synthesis:
group / Yosys count
buffers and inverters: 58
xor gates and xnor gates: 58
muxes: 15
AOI/OAI and AO/OA: 255
DFF: 31
adders and majority gates: 7
and+or+nand+nor: 349
timing repair:
action / 4_1_cts / 5_1_grt
pin swaps: 25 / 42
setup buffers: 14 / 32
hold endpoints to repair: 0 / 0
endpoints found under the setup margin: 2 / 3
resized: 34 / 70
Power is estimated from default activity; no workload was simulated.
