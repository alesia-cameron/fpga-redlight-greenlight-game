`flow/config.mk`:
```
export PLATFORM = sky130hd
export DESIGN_NAME = game_controller
export DESIGN_NICKNAME = game_controller
export VERILOG_FILES = /design/flow/design.v
export SDC_FILE = /design/flow/constraint.sdc
export NUM_CORES = 4
export LEC_CHECK = 1
export CORE_UTILIZATION = 50
```
`flow/constraint.sdc`:
```
current_design game_controller

set clk_period 11.1
set clk_io_pct 0.2

create_clock -name clk0 -period $clk_period [get_ports {clk}]

set non_clock_inputs [all_inputs -no_clocks]
set_input_delay [expr $clk_period * $clk_io_pct] -clock clk0 $non_clock_inputs
set_output_delay [expr $clk_period * $clk_io_pct] -clock clk0 [all_outputs]
```
`flow/design.v`:
```
module game_controller (
    input logic clk,             
    input logic reset,               
    input logic start_key,              
    input logic red_light,   
    input logic player_moved,   
    input logic [9:0] player_x,  
    input logic [9:0] ai1_x,     
    input logic [9:0] ai2_x,     
    input logic [9:0] ai3_x,     
    output logic game_active,    
    output logic [3:0] player_score,   
    output logic [3:0] ai1_score,      
    output logic [3:0] ai2_score,      
    output logic [3:0] ai3_score,      
    output logic [1:0] round_num,    
    output logic show_final_scores,  
    output logic show_start_screen,  
    output logic player_lost,        
    output logic player_blink        
);
    typedef enum logic [2:0] 
	 {
        start_screen,      
        idle,              
        reset_positions,   
        playing,           
        round_end,         
        wait_next_round,   
        game_over          
    } state_t;
    state_t ps, ns;
    parameter finish_line = 10'd580;
    parameter total_rounds = 2'd3;
    logic [26:0] delay_counter;
    parameter round_delay = 27'd100_000_000;
    parameter reset_delay = 27'd2_500_000;
    logic round_winner_recorded;
    logic player_disqualified;
    always_ff @(posedge clk) begin
        if (reset) begin
            ps <= start_screen;
            player_score <= 4'd0;
            ai1_score <= 4'd0;
            ai2_score <= 4'd0;
            ai3_score <= 4'd0;
            round_num <= 2'd1;    
            delay_counter <= 27'd0;
            round_winner_recorded <= 1'b0;
            player_disqualified <= 1'b0;
        end 
		  else 
		  begin
            ps <= ns;
            case (ps)
                start_screen: 
					 begin
                    delay_counter <= 27'd0;
                    round_winner_recorded <= 1'b0;
                    player_disqualified <= 1'b0;
                end
                idle: begin
                    delay_counter <= 27'd0;
                    round_winner_recorded <= 1'b0;
                    player_disqualified <= 1'b0;
                 end
                reset_positions: begin
                    delay_counter <= delay_counter + 1;
                end
                playing: begin
                    delay_counter <= 27'd0;
                    if (red_light && player_moved && !player_disqualified) begin
                        player_disqualified <= 1'b1;
                    end
                    if (!round_winner_recorded) begin
                        if (player_x >= finish_line && !player_disqualified) 
								begin
                            player_score <= player_score + 4'd1;   
                            round_winner_recorded <= 1'b1;  
                        end
                        else if (ai1_x >= finish_line) 
								begin
                            ai1_score <= ai1_score + 4'd1;
                            round_winner_recorded <= 1'b1;
                        end
                        else if (ai2_x >= finish_line) begin
                            ai2_score <= ai2_score + 4'd1;
                            round_winner_recorded <= 1'b1;
                        end
                        else if (ai3_x >= finish_line) begin
                            ai3_score <= ai3_score + 4'd1;
                            round_winner_recorded <= 1'b1;
                        end
                     end
                end
                round_end: begin
                    delay_counter <= delay_counter + 1;
                end
                wait_next_round: begin
                    if (round_num < total_rounds)
                        round_num <= round_num + 1;
                    delay_counter <= 27'd0;
                    round_winner_recorded <= 1'b0;
                    player_disqualified <= 1'b0;
                end
                game_over: 
					 begin
                end
            endcase
        end
    end
    always_comb begin
        ns = ps;
        case (ps)
            start_screen: begin
                if (!start_key)
                    ns = idle;
             end
            idle: begin
                if (!start_key)
                    ns = reset_positions;
            end
            reset_positions: begin
                if (delay_counter >= reset_delay)
                    ns = playing;
            end
            playing: 
				begin
                if (round_winner_recorded)
                    ns = round_end;
            end
            round_end: begin
                if (delay_counter >= round_delay) begin
                    if (round_num >= total_rounds)
                        ns = game_over;  
                    else
                        ns = wait_next_round;   
                end
            end
            wait_next_round: 
				begin
                ns = idle;
            end
            game_over: begin
            end
        endcase
    end
    assign game_active = (ps == reset_positions) || (ps == playing);
    assign show_final_scores = (ps == game_over);
    assign show_start_screen = (ps == start_screen);
    assign player_lost = player_disqualified;
    assign player_blink = player_disqualified && (delay_counter < 27'd25_000_000) && 
                          (((delay_counter / 27'd12_500_000) % 2) == 0);
endmodule  
```
`flow/run.sh`:
```
#!/bin/bash
# OpenROAD 26Q1-2900-gdf79404cd8, Yosys 0.63+post, stock flow scripts
make -C /OpenROAD-flow-scripts/flow DESIGN_CONFIG=/design/flow/config.mk WORK_HOME=/design/flow/orfs finish
```
==> results_dict.tcl <==
# implementation run metrics
set metrics [dict create \
    chip_area_um2 9599 \
    rsz0062_at_grt "no" \
    final_common_cell "nor2_1" \
    htree_levels 2 \
    syn2layout_area_growth_pct 14.56 \
    tool_warnings 35 \
    postSynthAreaPerCell_um2 7.676 \
    cts_resized 0 \
    ys_types 88 \
    setup_viol 0 \
    drt_wl_total_um 11780 \
    leakage_uw 0.001681 \
    gp_congestion 0.9596 \
    cts_buffers 5 \
    async_flop_share 0 \
    grt_pass1_vias 3997 \
    initial_core_util 0.5230 \
    layout_setup_ws_ns 3.270 \
    clk_root_buffer_cell "clkbuf_8" \
    hold_path_class "reg2reg" \
    clkSinkCount 54 \
    route.met2.wl_um 5115 \
    cp_cell_sequence "a41oi_2 > a21oi_2 > a21oi_2 > buf_4 > or4_4 > a2111oi_4 > a31o_2 > a21o_1 > a211oi_2 > a211oi_4 > o21ai_2 > o22a_1 > a2111oi_2 > o22ai_1 > clkdlybuf4s50_1" \
    finalNonFillerCells 742 \
    flop_cell "dfxtp_1" \
    lay_top_cells "nor2_1, clkdlybuf4s50_1, dfxtp_1" \
    syn-cell-area_um2 4606 \
    clk_path_buf_depth 2 \
    die_y_um 97.98 \
    wl_met1_um 5780 \
    dp_hpwl_um 9162 \
    port_buffers 59 \
    wl_per_cell_um 15.87 \
    max-cap-violations 0 \
    max_freq_ghz 0.1277 \
    grt_use_total 0.2529 \
    whs_ns 0.4863 \
    startpoint_type "register" \
    edf_count 0 \
    topRoutingLayerUsed "met4" \
    grt_max_degree 29 \
    ys_cells 600 \
    worstMarginPinSlew_ns 0.6943 \
    diodes 0 \
    ios 68 \
    fill_cells 810 \
    cp.arrival_ns 5.61 \
    die_x_um 97.98 \
    crit_type "reg2out" \
    path_clk_slew_ns 0.10 \
    cpMostUsedCell "a21oi_2" \
    timing.setup.tns_ns 0 \
    clock_skew_ns 0.01757 \
    ctsHoldBuffers 0 \
    cp-end-kind "primary output" \
    finalCritPeriodShare 0.7054 \
    postCtsSetupRepairBufs 0 \
    clk_latency_ns 0.31 \
    drive_above_1_share 0.08675 \
    yosysWarnings 1 \
    grt.overflow.total 0 \
    cp.required_ns 8.88 \
    ys_area_um2 4606 \
    vias 4572 \
    viasPerCell 6.162 \
    finalHoldViolations 0 \
    status "finished, final reports clean" \
    antenna_found_initial 0 \
    num_rows 34 \
    dr_wl_met3_um 750 \
    synth_cells 600 \
    drv_slew 0 \
    detailedPlace.worstSlack_ns 3.709 \
    powerDensity_nw_per_um2 62.96 \
    ys.flops 54 \
    maxSlewHeadroom 0.5313 \
    postSynthSeqShare 0.2347 \
    crit_slowest_cell "dfxtp_1" \
    numPlacedInstances 734 \
    fin_crit_ns 7.830 \
    critPathMaxFanout 21 \
    tritoncts "done" \
    firstDrtPassIters 24 \
    detail-route-antenna-nets 0 \
    slowest_delay_ns 0.76 \
    max-vdd-ir-drop_uv 57.40 \
    grt_pass1_wl_um 19530 \
    drcViolationCount 0 \
    dr.first_iter.drc_count 273 \
    coreArea_um2 8806 \
]
critical path, delay by kind of cell (launching register included):
| kind | cells | cell delay (ns) |
|---|---|---|
| flip-flops | 1 | 0.76 |
| AND-OR/OR-AND | 12 | 3.44 |
| AND/OR/NAND/NOR | 1 | 0.44 |
| buffers and inverters | 2 | 0.67 |
worst paths after layout:
| path | startpoint | depth (start not counted) | slack, ns | endpoint |
|---|---|---|---|---|
| hold / removal | ai3_score[3] | 2 | 0.49 | ai3_score[3] |
| hold reg to reg | ai3_score[3] | 2 | 0.49 | ai3_score[3] |
| setup / recovery | delay_counter[15] | 15 | 3.27 | player_blink |
| setup reg to reg | delay_counter[6] | 9 | 8.34 | delay_counter[24] |
per-stage QoR:
stage,total power [uW],utilization,area (um^2)
final,332.2,0.5992,5276
after global placement,221.9,0.5881,5179
after detailed placement,222.2,0.5881,5179
after global routing,345.5,0.5992,5276
after floorplan,206.4,-,4606
after CTS,337.1,0.5992,5276
final cells by class:
type                    count  area, um^2  share of cell area
clock buffers               5       68.82             0.01304
clock inverters             3       28.78            0.005454
inverters                  13       48.80            0.009248
well taps                 108       135.1             0.02561
multi-input cells         495        3286              0.6227
flip-flops and latches     54        1081              0.2049
repair buffers             64       628.1              0.1190
synthesized netlist by cell type, drive strengths merged, types with 8 or more instances:
cell	n	area (um^2)
nor3	26	156.4
nand3	21	105.1
nand2	47	176.4
or3	18	112.6
a21oi	31	170.2
dfxtp	54	1081
inv	12	45.04
o21ai	35	193.9
xor2	15	131.4
xnor2	24	210.2
buf	19	118.9
o211ai	8	73.82
clkbuf	19	71.32
a211oi	18	175.2
nor2	84	315.3
mux2i	12	120.1
nand4	18	125.1
logic make-up after synthesis:
family | Yosys count | synth area share
AND-OR/OR-AND | 167 | 0.2787
flip-flops | 54 | 0.2347
adder cells (fa/ha/maj) | 9 | 0.02336
AND/OR/NAND/NOR | 265 | 0.3037
XOR/XNOR | 39 | 0.07417
multiplexers | 15 | 0.03342
buffers and inverters | 51 | 0.05189
registers in the layout, indices dropped and copies added (netlist names):
name / cells
round_num: 2
ai3_score: 4
delay_counter: 27
round_winner_recorded: 1
ai2_score: 4
player_disqualified: 1
ai1_score: 4
player_score: 4
ps: 7
report_power, final:
group	leakage, uW	internal (uW)	switching (uW)
Combinational	0.00120	14.9	7.40
Clock	0.0000502	46.9	67.8
Sequential	0.000435	194	0.799
Total	0.00168	256	76.0
routing by layer:
layer,up-vias,GRT usage
li1,2311,-
met3,11,0.03416
met5,-,0
met4,0,0.03846
met2,149,0.3716
met1,2101,0.4092
Power figures rest on the tool's default switching activity, not on a simulated workload.
